[./design.v]
typedef enum logic [1:0] {
    IDLE     = 2'b00,
    MSB_REQ  = 2'b01,
    LSB_REQ  = 2'b10,
    WAIT     = 2'b11
} state_t;
module Dmac_Main_Ctrl(
    input  logic clk,
    input  logic rst,
    input  logic [1:0] DmacReq,
    input  logic con_new_sel,
    input  logic irq,
    input  logic Bus_Grant,
    input  logic C_config,
    output logic con_sel,
    output logic Bus_Req,
    output logic HReadyOut,
    output logic [1:0] S_HResp,
    output logic Interrupt,
    output logic con_en,
    output logic Channel_en_1, Channel_en_2,
    output logic hold,
    output logic [1:0] ReqAck
);
    state_t current_state, next_state;
    always_ff @(posedge clk or posedge rst) begin
        if (rst)
            current_state <= IDLE;
        else
            current_state <= next_state;
    end
    always_comb begin
        hold         = 0;
        Bus_Req      = 0;
        Interrupt    = 0;
        con_en       = 0;
        con_sel      = 0;
        Channel_en_1 = 0;
        Channel_en_2 = 0;
        HReadyOut    = 0;
        ReqAck       = 2'b00;
        S_HResp      = 2'b00;
        next_state   = current_state;   
        case (current_state)
            IDLE: begin
                if (DmacReq[1] == 1'b1) begin
                    hold     = 1;
                    Bus_Req  = 1;
                    next_state = MSB_REQ;
                end else if (DmacReq == 2'b01) begin
                    hold     = 1;
                    Bus_Req  = 1;
                    next_state = LSB_REQ;
                end
            end
            MSB_REQ: begin
                if (!irq && ({C_config, Bus_Grant} == 2'b11)) begin
                    Channel_en_1 = 1;
                    con_en       = 0;
                    con_sel      = 0;
                    ReqAck       = 2'b10;
                    next_state   = WAIT;
                end else if (irq && ({C_config, Bus_Grant} == 2'b11)) begin
                    Interrupt  = 1;
                    con_sel = 1;
                    Channel_en_1 = 1;
                    next_state = IDLE;
                end else
                    Bus_Req = 1;
            end
            LSB_REQ: begin
                if (!irq && ({C_config, Bus_Grant} == 2'b11)) begin
                    Channel_en_2 = 1;
                    con_en       = 1;
                    con_sel      = 1;
                    ReqAck       = 2'b01;
                    next_state   = WAIT;
                end else if (irq && ({C_config, Bus_Grant} == 2'b11)) begin
                    Interrupt  = 1;
                    con_sel = 1;
                    Channel_en_2 = 1;
                    next_state = IDLE;
                end else
                    Bus_Req = 1;
            end
            WAIT: begin
                if (({Bus_Grant, con_new_sel} == 2'b00)) begin
                    next_state = MSB_REQ;
                    Channel_en_1 = 0;
                    Bus_Req    = 1;
                end else if (({Bus_Grant, con_new_sel} == 2'b01)) begin
                    next_state = LSB_REQ;
                    Channel_en_2 = 0;
                    Bus_Req    = 1;
                    con_sel    = 1;
                end else
                 if (!irq && !con_new_sel) begin
                    con_sel    = 0;
                    con_en     = 1;
                    Channel_en_1 = 1;
                    next_state = WAIT;
                end else if (!irq && con_new_sel) begin
                    con_sel    = 1;
                    con_en     = 1;
                    Channel_en_2 = 1;
                    next_state = WAIT;
                end else if (irq && ({Bus_Grant, con_new_sel} == 2'b10)) begin
                    Interrupt  = 1;
                    Channel_en_1 = 1;
                    con_sel = con_new_sel;
                    next_state = IDLE;
                end else if (irq && ({Bus_Grant, con_new_sel} == 2'b11)) begin
                    Interrupt  = 1;
                    Channel_en_2 = 1;
                    con_sel = con_new_sel;
                    next_state = IDLE;
                end
            end
        endcase
    end
endmodule
[./run.sh]
#!/bin/bash
# OpenROAD 26Q1-2900-gdf79404cd8, Yosys 0.63+post, stock flow scripts
make -C /OpenROAD-flow-scripts/flow DESIGN_CONFIG=/design/flow/config.mk WORK_HOME=/design/flow/orfs finish
[./config.mk]
export PLATFORM = sky130hd
export DESIGN_NAME = Dmac_Main_Ctrl
export DESIGN_NICKNAME = Dmac_Main_Ctrl
export VERILOG_FILES = /design/flow/design.v
export SDC_FILE = /design/flow/constraint.sdc
export NUM_CORES = 4
export LEC_CHECK = 1
export CORE_AREA = 10 10 70 70
export DIE_AREA = 0 0 80 80
export SYNTH_HDL_FRONTEND = slang
[./constraint.sdc]
current_design Dmac_Main_Ctrl

set clk_period 2.0
set clk_io_pct 0.2

create_clock -name clk0 -period $clk_period [get_ports {clk}]

set non_clock_inputs [all_inputs -no_clocks]
set_input_delay [expr $clk_period * $clk_io_pct] -clock clk0 $non_clock_inputs
set_output_delay [expr $clk_period * $clk_io_pct] -clock clk0 [all_outputs]
==> flow_summary.yaml <==
# physical design summary
final_timing:
  post-route-min-period_ns: 1.92
  finalClockPeriodUsage_pct: 95.8
  grt_setup_unrepaired: "no"
  fin_tns_setup_ns: 0
  holdWs_ns: 0.345
  fin_skew_ns: 0.00101
  setup_slack_ns: 0.0835
  fmax_mhz: 522
  finalSetupViolCount: 0
  drv_slew: 0
  final-hold-violation-count: 0
logic_synthesis:
  synth_stat.cells: 45
  synth-area-yosys_um2: 332
  synth-main-ff-cell: "dfrtp_1"
  synthCells: 45
  async_reset_ff_share_pct: 100
  ys_top_cells_by_count: "nor2_1 (6), a21oi_1 (5), nand2_1 (5)"
  top_area_cell: "dfrtp_1"
  netlist_area_um2: 332
  synth-edff-count: 0
  syn_area_per_cell_um2: 7.37
  ys_seq_share_pct: 30.6
  ys_warn_count: 0
  synth_top_area_share_pct: 22.6
  post-synth-top-count-cell: "nor2_1"
  synth-seq-cells: 4
  topCellsByArea: "dfrtp_1 (23%), dfstp_2 (7.9%), a21oi_1 (7.5%), buf_4 (6.8%), nor2_1 (6.8%)"
  yosysUniqueCellTypes: 22
cells_and_area:
  layout-drive-gt1-share_pct: 28.8
  largest_register_ffs: 4
  syn2layout_area_growth_pct: 95.5
  largestRegisters: "current_state (4)"
  design_area_um2: 648
  regMostFlops: "current_state"
  finalNonFillerCells: 119
  nFillCells: 385
  utilization_pct: 19.0
place:
  dp_cells: 115
  place_area_um2: 609
  hpwl_um: 990
  portBuffers: 16
  globalplace.congestion: 0.784
  dp_slack_ns: -0.209
detailed_routing:
  postRouteAntennaNets: 0
  routed-wl-met3_um: 13
  vias: 400
  remaining_drc_errors: 0
  antenna_cells: 0
  top_layer_used: "met4"
  vias_per_cell: 3.36
  m1WireLength_um: 355
  routed_wl_um: 1110
  drt_iter0_drc: 8
  wl_per_cell_um: 9.30
  wl_met2_um: 713
  drt-pass1-iter-count: 2
worst_setup_path:
  cp_slowest_cell: "dfrtp_1"
  path_class: "reg2out"
  crit_chain: "or2_4, mux2_4, a21oi_2, dlygate4sd2_1"
  cpPeakStageDelay_ns: 0.38
  worstPathMaxFanout: 2
  end_kind: "output pin"
  critPathArrivalTime_ns: 1.52
  start_kind: "flop"
  required_ns: 1.60
clock_network:
  root_buffer: "clkbuf_4"
  cts_sinks: 4
  postCtsHoldBufs: 0
  clock.latency.late_pin_ns: 0.23
  cts_tree: "built"
  cts_buffers: 3
  clock_path_buffers: 2
  htreeDepth: 1
  path_clk_slew_ns: 0.04
power:
  leakagePower_nw: 0.290
  ir_worst_vdd_mv: 0.112
  switching_share_pct: 28.8
  cellPowerDensity_mw_per_mm2: 580
  pwr-share-clk_pct: 29.6
  p_int_mw: 0.268
  pwr-share-comb_pct: 42.7
  switching_power_mw: 0.108
  power.total_mw: 0.376
  seqPwrFrac_pct: 27.8
global_route:
  grt_antenna_before_repair: 0
  grt_start_max_net_pins: 10
  grt_pass1_vias: 449
  grt-ovfl-total: 0
  grt_pass1_wl_um: 1910
  grt.total_usage_pct: 3.50
worst_hold_path:
  holdCritPathClass: "in2async"
floorplanning:
  dieArea_mm2: 0.00640
  core.rowCount: 21
  die_x_um: 80
  die_h_um: 80
  initial_core_util_pct: 9.71
  io_pins: 20
  core_mm2: 0.00342
run_status:
  status: "complete, no violations"
flow_run:
  log.warning_count: 25
  cap_violations: 0
==> routing by layer <==
metal  GRT usage [%]  up-vias
li1                -      201
met1            3.14      192
met2            7.54        5
met3           0.341        2
met4            1.23        0
met5               0        -
==> path summary, 6_finish.rpt <==
kind / from / end / slack, ns / depth (start not counted)
max: current_state[2] / Bus_Req / 0.08 / 4
min: rst / current_state[1] / 0.34 / 2
max reg2reg: current_state[2] / current_state[3] / 0.90 / 4
min reg2reg: current_state[0] / current_state[0] / 0.53 / 1
max in group asynchronous: rst / current_state[0] / 1.43 / 2
min in group clk0: current_state[0] / current_state[0] / 0.53 / 1
==> power by group through the flow <==
stage	combinational, mW	sequential [mW]	clock, mW
after global routing	0.182	0.105	0.127
after CTS	0.161	0.104	0.116
final	0.160	0.104	0.111
==> layout by cell type, fill, tap and decap left out, drive strengths merged, types with 3 or more instances in the layout <==
cell type,synthesis,routed
inv,3,3
a21oi,5,5
clkbuf,2,4
nor2,6,6
conb,1,3
clkdlybuf4s50,0,8
nand2,5,5
dfrtp,3,3
dlygate4sd2,0,8
buf,3,11
==> worst max-delay path: cells and delay by family (launching register included) <==
kind / cells / cell delay, ns
buf+inv: 1 / 0.21
mux: 1 / 0.30
flops: 1 / 0.38
compound gates: 1 / 0.13
simple gates: 1 / 0.26
==> logic make-up (layout without fill, tap and decap cells) <==
| kind of cell | count (synthesis) | count (layout) | share of synthesized area [%] |
|---|---|---|---|
| and+or+nand+nor | 18 | 18 | 26.4 |
| AOI/OAI and AO/OA | 13 | 13 | 24.9 |
| buffers and inverters | 8 | 34 | 12.5 |
| DFF | 4 | 4 | 30.6 |
| other | 1 | 3 | 1.13 |
| muxes | 1 | 1 | 4.53 |
==> cell type report <==
class	instances	area (um2)	share of cell area, %
clock buffer	4	26.3	4.05
inverter	3	11.3	1.74
multi-input combinational	35	214	33.0
sequential	4	103	15.8
tap	46	57.6	8.88
timing repair buffer	27	236	36.5
==> what timing repair did <==
action,4_1_cts,5_1_grt
setup endpoints to repair,9,1
pin swaps,2,0
gates resized,14,2
gates cloned,0,0
buffers inserted,0,0
No activity file was given, so power comes from the tool's default toggle rates.
