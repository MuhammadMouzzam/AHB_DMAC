===== flow/config.mk =====
export PLATFORM = sky130hd
export DESIGN_NAME = Dmac_Channel
export DESIGN_NICKNAME = Dmac_Channel
export VERILOG_FILES = /design/flow/design.v
export SDC_FILE = /design/flow/constraint.sdc
export NUM_CORES = 4
export LEC_CHECK = 1
export CORE_UTILIZATION = 30
export SYNTH_HDL_FRONTEND = slang

===== flow/design.v =====
module Dmac_Channel (
    input  logic        clk,
    input  logic        rst,
    input  logic        channel_en,
    input  logic        readyIn,
    input  logic [1:0]  M_HResp,
    input  logic [31:0] S_Address,
    input  logic [31:0] D_Address,
    input  logic [31:0] T_Size,
    input  logic [31:0] B_Size,
    input  logic [31:0] R_Data,
    input  logic [1:0]  HSize,
    output logic        irq,
    output logic        write,
    output logic [1:0]  HTrans,
    output logic [31:0] MAddress,
    output logic [31:0] MWData,
    output logic  [3:0] MWStrb
);
    logic s_sel, d_sel, b_sel, t_sel;
    logic s_en, d_en, ts_en, burst_en, count_en, sz_en;
    logic h_sel, rd_en, wr_en;
    logic fifo_full, fifo_empty;
    logic trigger;
    logic bs0, tslb, ts0;
    Dmac_Channel_Datapath datapath_inst (
        .clk         (clk),
        .rst         (rst),
        .s_sel       (s_sel),
        .d_sel       (d_sel),
        .b_sel       (b_sel),
        .t_sel       (t_sel),
        .s_en        (s_en),
        .d_en        (d_en),
        .ts_en       (ts_en),
        .sz_en       (sz_en),
        .burst_en    (burst_en),
        .count_en    (count_en),
        .h_sel       (h_sel),
        .wr_en       (wr_en),
        .rd_en       (rd_en),
        .trigger     (trigger),
        .S_Address   (S_Address),
        .D_Address   (D_Address),
        .T_Size      (T_Size),
        .B_Size      (B_Size),
        .R_Data      (R_Data),
        .HSize       (HSize),
        .bs0         (bs0),
        .tslb        (tslb),
        .ts0         (ts0),
        .fifo_full   (fifo_full),
        .fifo_empty  (fifo_empty),
        .MAddress    (MAddress),
        .MWData      (MWData),
        .MWStrb      (MWStrb)
    );
    channel_ctrl controller_inst (
        .clk         (clk),
        .rst         (rst),
        .channel_en  (channel_en),
        .readyIn     (readyIn),
        .fifo_full   (fifo_full),
        .fifo_empty  (fifo_empty),
        .bsz         (bs0),
        .tslb        (tslb),
        .tsz         (ts0),
        .M_HResp     (M_HResp),
        .irq         (irq),
        .HTrans      (HTrans),
        .write       (write),
        .b_sel       (b_sel),
        .d_sel       (d_sel),
        .t_sel       (t_sel),
        .s_sel       (s_sel),
        .h_sel       (h_sel),
        .d_en        (d_en),
        .s_en        (s_en),
        .ts_en       (ts_en),
        .sz_en       (sz_en),
        .burst_en    (burst_en),
        .count_en    (count_en),
        .rd_en       (rd_en),
        .wr_en       (wr_en),
        .trigger     (trigger)
    );
endmodule
`timescale 1ns/10ps
typedef enum logic [2:0] {
    DISABLED      = 3'b000,
    ENABLED       = 3'b001,
    READ_WAIT     = 3'b010,
    HOLD_READ     = 3'b011,
    WRITE_WAIT    = 3'b100,
    HOLD_WRITE    = 3'b101
} state_t;
parameter IDLE     = 2'b00;
parameter BUSY     = 2'b01;
parameter NON_SEQ  = 2'b10;
parameter SEQ      = 2'b11;
module channel_ctrl(
    input  logic       clk,
    input  logic       rst,
    input  logic       channel_en,
    input  logic       readyIn,
    input  logic       fifo_full,
    input  logic       fifo_empty,
    input  logic       bsz,
    input  logic       tslb,
    input  logic       tsz,
    input  logic [1:0] M_HResp,
    output logic       irq,
    output logic [1:0] HTrans,
    output logic       write,
    output logic       b_sel, d_sel, t_sel, s_sel, h_sel,
    output logic       d_en, s_en, ts_en, burst_en, count_en, sz_en,
    output logic       rd_en, wr_en,
    output logic       trigger
);
    state_t current_state, next_state;
    always_ff @(posedge clk or posedge rst) begin
        if (rst)
            current_state <= DISABLED;
        else
            current_state <= next_state;
    end
    always_comb begin
        case (current_state)
            DISABLED: begin
                next_state = (channel_en) ? ENABLED : DISABLED;
            end
            ENABLED: begin
                next_state = tsz ? DISABLED : READ_WAIT;
            end
            READ_WAIT: begin
                if (!readyIn)
                    next_state = READ_WAIT;
                else if (!channel_en && readyIn) 
                    next_state = HOLD_READ;
                else if (channel_en && readyIn && !bsz && !M_HResp)
                    next_state = READ_WAIT;
                else if (channel_en && readyIn && bsz && (M_HResp == 0))
                    next_state = WRITE_WAIT;
                else
                    next_state = READ_WAIT;
            end
            HOLD_READ: begin
                if (channel_en && bsz) begin
                    next_state = WRITE_WAIT;
                end else if (channel_en && !bsz) begin
                    next_state = READ_WAIT;
                end else begin
                    next_state = HOLD_READ;
                end
            end
            WRITE_WAIT: begin
                if (!readyIn)
                    next_state = WRITE_WAIT;
                else if (channel_en && tsz && bsz)
                    next_state = DISABLED;
                else if (!channel_en && readyIn)
                    next_state = HOLD_WRITE; 
                else if (channel_en && readyIn && !bsz && (M_HResp == 0))
                    next_state = WRITE_WAIT; 
                else if (channel_en && readyIn && bsz && (M_HResp == 0))
                    next_state = READ_WAIT;
                else
                    next_state = WRITE_WAIT;
            end
            HOLD_WRITE: begin
                if (channel_en && !bsz) begin
                    next_state = WRITE_WAIT;
                end else if (channel_en && bsz) begin
                    if (tsz)
                        next_state = DISABLED;
                    else 
                        next_state = READ_WAIT;
                end else begin
                    next_state = HOLD_WRITE;
                end
            end
            default: next_state = current_state;
        endcase
    end
    always_comb begin
        irq       = 0;
        b_sel     = 0;
        d_sel     = 0;
        t_sel     = 0;
        s_sel     = 0;
        h_sel     = 0;
        d_en      = 0;
        s_en      = 0;
        ts_en     = 0;
        burst_en  = 0;
        count_en  = 0;
        sz_en     = 0;
        rd_en     = 0;
        wr_en     = 0;
        trigger   = 0;
        write     = 0;
        HTrans    = IDLE;
        case (current_state)
            DISABLED: begin
                if (channel_en) begin
                    t_sel     = 1;
                    d_sel     = 1;
                    s_sel     = 1;
                    burst_en  = 1;
                    s_en      = 1;
                    d_en      = 1;
                    sz_en     = 1;
                    ts_en     = 1;
                    HTrans    = IDLE;
                end
            end
            ENABLED: begin
                if (tsz) begin
                    irq = 1;
                end else if (channel_en) begin
                    write = 0;
                    count_en  = 1;
                    s_en = 1;
                    HTrans    = NON_SEQ;
                end
            end
            READ_WAIT: begin
                if (!readyIn && bsz) begin
                    write     = 0;
                    HTrans    = BUSY;
                    h_sel = 1;
                end else if (!readyIn && !bsz) begin
                    write = 0;
                    HTrans = BUSY;
                end else if (!channel_en && readyIn) begin
                    wr_en = 1;
                    HTrans = IDLE;
                end else if (channel_en && readyIn && (M_HResp == 0) && !bsz)  begin
                    write     = 0;
                    wr_en     = 1;
                    count_en  = 1;
                    s_en      = 1;
                    HTrans    = SEQ;
                end else if (channel_en && bsz && (M_HResp == 0) && readyIn)  begin
                    wr_en = 1;
                    ts_en = 1;
                    count_en = 1;
                    write    = 1;
                    h_sel    = 1;
                    d_en     = 1;
                    HTrans    = NON_SEQ;
                end
            end
            HOLD_READ: begin
                if (channel_en && !bsz) begin
                    count_en = 1;
                    s_en     = 1;
                    HTrans   = SEQ;
                end else if (channel_en && bsz) begin
                    ts_en = 1;
                    write = 1;
                    h_sel = 1;
                    d_en = 1;
                    count_en = 1;
                    HTrans = NON_SEQ;
                end else
                    HTrans = IDLE;
            end
            WRITE_WAIT: begin
                if (!readyIn && bsz) begin
                    write     = 1;
                    HTrans    = BUSY;
                    h_sel = 0;
                    trigger = 1;
                end else if (!readyIn && !bsz) begin
                    h_sel = 1;
                    trigger = 1;
                    HTrans = BUSY;
                    write = 1;
                end else if (!channel_en && readyIn) begin
                    rd_en = 1;
                    trigger = 1;
                    HTrans = IDLE;
                end else if (channel_en && tsz && bsz) begin
                    irq = 1;
                    rd_en = 1;
                    trigger = 1;
                    HTrans = IDLE;
                end else if (channel_en && readyIn && (M_HResp == 0) && !bsz) begin
                    h_sel = 1;
                    write = 1;
                    trigger = 1;
                    rd_en = 1;
                    d_en      =  1;
                    count_en  = 1;
                    HTrans    = SEQ;
                end
                else if (channel_en && readyIn && (M_HResp == 0) && !tslb && bsz) begin
                    h_sel = 0;
                    write = 0;
                    count_en  = 1;
                    s_en = 1;
                    trigger = 1;
                    rd_en = 1;
                    HTrans    = NON_SEQ;
                end else if (channel_en && readyIn && (M_HResp == 0) && tslb && bsz) begin
                    burst_en = 1;
                    b_sel = 1;
                    write = 0;
                    count_en  = 1;
                    s_en = 1;
                    h_sel = 0;
                    trigger = 1;
                    rd_en = 1;
                    HTrans    = NON_SEQ;
                end
            end
            HOLD_WRITE: begin
                if (channel_en && !bsz) begin
                    h_sel = 1;
                    write = 1;
                    d_en = 1;
                    count_en = 1;
                    HTrans = SEQ;
                end else if (channel_en && bsz) begin
                    if (tsz) begin
                        irq = 1;
                        HTrans = IDLE;
                    end else if (tslb) begin
                        burst_en = 1;
                        b_sel   = 1;
                        count_en = 1;
                        s_en = 1;
                        HTrans = NON_SEQ;
                    end else if (!tslb) begin
                        count_en = 1;
                        s_en = 1;
                        HTrans = NON_SEQ;
                    end
            end
        end
        endcase
    end
endmodule
module Dmac_Channel_Datapath (
    input  logic        clk,
    input  logic        rst,
    input  logic        s_sel,
    input  logic        d_sel,
    input  logic        b_sel,
    input  logic        t_sel,
    input  logic        s_en,
    input  logic        d_en,
    input  logic        ts_en,
    input  logic        sz_en,
    input  logic        burst_en,
    input  logic        count_en,
    input  logic        h_sel,
    input  logic        wr_en,
    input  logic        rd_en,
    input  logic        trigger,
    input  logic [31:0] S_Address,
    input  logic [31:0] D_Address,
    input  logic [31:0] T_Size,
    input  logic [31:0] B_Size,
    input  logic [31:0] R_Data,
    input  logic [1:0]  HSize,
    output logic        bs0,
    output logic        tslb,
    output logic        ts0,
    output logic        fifo_full,
    output logic        fifo_empty,
    output logic [31:0] MAddress,
    output logic [31:0] MWData,
    output logic [3:0]  MWStrb
);
    logic [31:0] Src_Addr, Dst_Addr, Transfer_Size, Burst_Size;
    logic [31:0] Incr_Src_Addr;
    logic [31:0] Incr_Dst_Addr;
    logic [31:0] Dec_Transfer_Size;
    always_comb begin
        Incr_Src_Addr      = Src_Addr + 32'd4;
        Incr_Dst_Addr      = Dst_Addr + 32'd4;
        Dec_Transfer_Size  = Transfer_Size - Burst_Size;
    end
    always_ff @(posedge clk or posedge rst) begin
        if (rst) begin
            Src_Addr <= 32'b0;
        end
        else if (s_en)
            Src_Addr <= s_sel ? S_Address : Incr_Src_Addr;
    end
    always_ff @(posedge clk or posedge rst) begin
        if (rst) begin
            Dst_Addr <= 32'b0;
        end
        else if (d_en)
            Dst_Addr <= d_sel ? D_Address : Incr_Dst_Addr;
    end
    always_ff @(posedge clk or posedge rst) begin
        if (rst) begin
            Transfer_Size <= 32'b0;
        end
        else if (ts_en)
            Transfer_Size <= t_sel ? T_Size : Dec_Transfer_Size;
    end
    always_ff @(posedge clk or posedge rst) begin
        if (rst) begin
            Burst_Size <= 32'b0;
        end
        else if (burst_en)
            Burst_Size <= (B_Size == 0)? 1: (b_sel ? 1 : B_Size);
    end
    assign tslb = (Transfer_Size < B_Size);
    logic [31:0] Decrement_Counter;
    logic [31:0] Decremented_Value;
    always_comb begin
        Decremented_Value = Decrement_Counter - 1;
    end
    always_ff @(posedge clk or posedge rst) begin
        if (rst)
            Decrement_Counter <= 32'b0;
        else if (count_en)
            Decrement_Counter <= (Decrement_Counter == 0) ? ((tslb) ? 0: Burst_Size-1)  : Decremented_Value;
    end
    assign MAddress = h_sel ? (Dst_Addr) : (Src_Addr);
    logic [31:0] fifo_out;
    Fifo_Datapath fifo_inst (
        .clk        (clk),
        .rst        (rst),
        .wc_en      (wr_en),
        .rc_en      (rd_en),
        .Data_in    (R_Data),
        .Data_out   (fifo_out),
        .full       (fifo_full),
        .fifo_empty (fifo_empty)
    );
    logic [1:0] HSize_Reg;
    always_ff @(posedge clk or posedge rst) begin
        if (rst) begin
            HSize_Reg <= 0;
        end
        else if (sz_en) begin
            HSize_Reg <= HSize;
        end
    end
    always_comb begin
        if (trigger) begin
            MWData = fifo_out;  
            case (HSize)
                2'b00: begin   
                    case (Src_Addr[1:0])
                        2'b00: MWStrb = 4'b0001;
                        2'b01: MWStrb = 4'b0010;
                        2'b10: MWStrb = 4'b0100;
                        2'b11: MWStrb = 4'b1000;
                        default: MWStrb = 4'b0000;
                    endcase
                end
                2'b01: begin   
                    case (Src_Addr[1:0])
                        2'b00: MWStrb = 4'b0011;  
                        2'b10: MWStrb = 4'b1100;
                        default: MWStrb = 4'b0000;
                    endcase
                end
                2'b10: MWStrb = 4'b1111;   
                default: MWStrb = 4'b0000;
            endcase
        end else begin
            MWData  = 32'b0;
            MWStrb  = 4'b0000;
        end
    end
    assign bs0 = (Decrement_Counter == 0);
    assign ts0 = (Transfer_Size == 0);
endmodule
module Fifo_Datapath (
    input  logic        clk,
    input  logic        rst,
    input  logic        wc_en,       
    input  logic        rc_en,       
    input  logic [31:0] Data_in,
    output logic [31:0] Data_out,
    output logic        full,
    output logic        fifo_empty
);
    logic [3:0] w_addr;
    logic [3:0] r_addr;
    logic [31:0] Memory [15:0];
    logic [4:0] count;  
    always_ff @(posedge clk or posedge rst) begin
        if (rst)
            w_addr <= 0;
        else if (wc_en && !full)
            w_addr <= w_addr + 1;
    end
    always_ff @(posedge clk or posedge rst) begin
        if (rst) 
            r_addr <= 0;
        else if (rc_en && !fifo_empty)
            r_addr <= r_addr + 1;
    end
    always_ff @(posedge clk) begin
        if (wc_en && !full)
            Memory[w_addr] <= Data_in;
    end
    always_comb begin
        Data_out = (rst)? 0: Memory[r_addr];
    end
    always_ff @(posedge clk or posedge rst) begin
        if (rst)
            count <= 0;
        else begin
            case ({wc_en && !full, rc_en && !fifo_empty})
                2'b10: count <= count + 1;  
                2'b01: count <= count - 1;  
                default: count <= count;    
            endcase
        end
    end
    assign full       = (count == 15);
    assign fifo_empty = (count == 0);
endmodule

===== flow/constraint.sdc =====
current_design Dmac_Channel

set clk_period 11.0
set clk_io_pct 0.2

create_clock -name clk0 -period $clk_period [get_ports {clk}]

set non_clock_inputs [all_inputs -no_clocks]
set_input_delay [expr $clk_period * $clk_io_pct] -clock clk0 $non_clock_inputs
set_output_delay [expr $clk_period * $clk_io_pct] -clock clk0 [all_outputs]

===== flow/run.sh =====
#!/bin/bash
# OpenROAD 26Q1-2900-gdf79404cd8, Yosys 0.63+post, stock flow scripts
make -C /OpenROAD-flow-scripts/flow DESIGN_CONFIG=/design/flow/config.mk WORK_HOME=/design/flow/orfs finish

==> results.txt <==
Flow results.

- From bottom edge to top edge, the die measures around 330 µm.
- Counting flops with an async set or reset pin after synthesis yields a share of 25.9%.
- Setup repair after global routing left no endpoint under its margin.
- The port buffer count is roughly 240.
- The total setup buffers inserted after CTS is 0.
- The power per standard cell area is 140 nW/µm².
- The arrival time reported for the critical path endpoint is 5.34 ns.
- The length of the first detailed-routing pass in iterations is 7.
- The buffers plus inverters on the worst setup path is 3.
- The flow ran to the end, and the final reports show no timing, DRC or antenna violations.
- Per the layout area report, the register area comes to between 15,000 and 20,000 µm².
- The I/O pin count is ~240.
- The worst setup path is captured at an output pin.
- The category of the critical setup timing path is in -> out.
- The prevailing logic family in the synthesized netlist is multiplexers.
- Per STA, the highest per-stage delay on the worst path measures 0.81 ns.
- The initial antenna violation count is 10.
- The simple-gate area share of the yosys netlist is 9.40%.
- Across all checked pins, the minimum headroom to the slew limit is 43.1%.
- Dividing the detail-routed via count by the number of cells gives 5.08.
- The data required time of the worst path is 8.80 ns.
- For this run, the chip area from Yosys synthesis comes to 32,300 µm².
- Once the clock tree was built, the resizer swapped 0 gates to a different size.
- Per the detail_route report, routed wire per instance is 21.9 µm.
- The number of hold violations in the final report is 0.
- The core region is 106,000 µm².
- Based on the critical path, the design can be clocked at up to 0.133 GHz.
- The worst hold margin is 0.475 ns.
- Measured against the total synthesized area, the mux share comes to 12.5%.
- IR analysis of the VDD net gives a maximum drop of 120 µV.
- The average instance area after synthesis is 13.6 µm².
- The routed layout has ~21,000 vias.
- The skew report gives the latency at the later pin of the worst-skew pair as 0.65 ns.
- The maximum buffer depth of the clock tree is 3.
- The netlist area before placement is 32,300 µm².
- The path class of the lowest-slack min-delay path is reg -> reg.
- For this block, the initial DRC count from the detailed router was 1,322.
- The slowest cell on the critical path is clkdlybuf4s50_1.
- The total congestion overflow after global routing is 0.
- The cell count after synthesis is 2,380.
- The maximum number of pins on one net before global-route repair is 104.
- The clock-pin slew reported for the worst setup and hold paths after clock tree synthesis is about 0.06 ns.
- In this run the core area contains 119 standard-cell rows.
- The launch point of the worst register-to-register path is recorded as datapath_inst.Decrement_Counter[0].
- The number of synthesis warnings is 0.
- CTS added clock buffers totalling around 76.
- The tally of OpenROAD warnings is 31.
- The worst clock skew on the final layout is 0.0466 ns.
- The count of flip-flops with a built-in enable after synthesis is 512.
- The setup TNS is 0 ns.
- The timing startpoint of the critical path is channel_en.
- The number of logic stages on the critical path including buffering is 9.
- The area used by multi-input combinational logic is 11,700 µm².
- The timing report attributes the biggest portion of critical-path delay to buffers and inverters.
- The post-synthesis xor/xnor area fraction is approximately 2.5%.
- The final weighted congestion recorded by global placement is 0.940.
- The compound-gate portion of the synthesized area is 8.45%.
- The overall power consumption is 5.44 mW.
- The post-route cell area is 39,000 µm².
- The number of H-tree branching levels is 3.
- The count of cells along the worst register-to-register path is 16.
- The adder-cell area share of the yosys netlist is 3.03%.
- For this run, the number of standard cells in the final layout without fillers is 4,088.
- The share of cells above drive strength 1 is 14.4%.
- The wire-length estimate of the detail-placed layout is 57.9 mm.
- The share of the Yosys chip area taken by registers is 61.5%.
- Total global-route track usage over all layers is 17.4%.
- The report puts the hold buffer count at CTS at 0.
- The max-cap check violation count is 0.
- The first global-routing pass estimated about 130 mm of wire.
- The transition time at the pin with the least slew margin is around 0.85 ns.
- The last timing report of the flow puts the setup violation total at 0.
- After synthesis, the design contains 2,380 cells according to Yosys.
- The number of sinks driven by the clock tree is 691.
- The total die area is between 100,000 and 150,000 µm².
- The number of register bits inferred by synthesis is 691.
- Synthesis instantiated 73 different standard cells from the library.
- Per the layout report, the design carries 10,000 filler cells.
- The share of the core filled by cells before placement is about 30%.
- The sort of element at the start of the critical path is an input pin.
- The minimum setup slack among reg-to-reg paths is 6.95 ns.
- The root buffer cell is clkbuf_16.
- For reference, the critical path cell chain is clkdlybuf4s50_1 > nand3_1 > nand2_1 > a21oi_1 > nand2_1 > nand3_2 > buf_4 > nor2b_1 > clkdlybuf4s50_1.
- The number of slew-limit violations in the final report is 0.
- Measured along the x axis, the die boundary spans around 330 µm.
- The total wirelength of the detailed-routed design is 89.6 mm.
- For this design the static power due to leakage is ~14 nW.
- The most used flip-flop cell is edfxtp_1.
- The number of placed cells counting well taps is approximately 4,000.
- The count of antenna-violating nets left after detailed routing is 0.
- The DRC violation count after routing is 0.
- The TritonCTS clock tree is yes.
- The peak fanout along the critical path is 24.
- The destination of the worst register-to-register timing path is datapath_inst.fifo_inst.count[4].
- Summing all placed instances gives a cell area of 36,500 µm².
- The time the final worst path needs with I/O delays and setup is ~7.5 ns.
- Post-route period utilization is reported as 68.5%.
- Per STA, the endpoint of the critical path is MWData[27].
- The area growth from synthesis to final layout is 20.7%.
- The number of global-route vias before repair is 21,000.
-- sequential cells by signal, indices dropped and copies added (netlist names) --
signal,cells
datapath_inst.Burst_Size,32
datapath_inst.Decrement_Counter,32
datapath_inst.fifo_inst.Memory,512
datapath_inst.Src_Addr,32
controller_inst.current_state,6
datapath_inst.fifo_inst.r_addr,4
datapath_inst.Dst_Addr,32
datapath_inst.fifo_inst.count,5
datapath_inst.Transfer_Size,32
datapath_inst.fifo_inst.w_addr,4
-- synthesized netlist by cell type, types with 40 or more instances --
| cell | n | area, µm² |
|---|---|---|
| dfrtp_1 | 178 | 4450 |
| nor2_1 | 108 | 405 |
| ha_1 | 75 | 938 |
| clkbuf_1 | 94 | 353 |
| a21oi_1 | 168 | 841 |
| nor2b_1 | 42 | 263 |
| nand3_1 | 41 | 205 |
| edfxtp_1 | 512 | 15400 |
| nand2_1 | 252 | 946 |
| o21ai_0 | 140 | 701 |
| mux4_2 | 160 | 3600 |
| inv_1 | 104 | 390 |
| xnor2_1 | 61 | 534 |
| nor4_1 | 40 | 250 |
-- layout make-up --
type / count / area share (%)
Inverter: 104 / 1.03
Clock inverter: 40 / 1.07
Multi-Input combinational cell: 1470 / 30.0
Tap cell: 1391 / 4.47
Antenna cell: 5 / 0.0321
Clock buffer: 98 / 5.23
Sequential cell: 691 / 51.0
Timing Repair Buffer: 289 / 7.17
-- stage by stage --
stage | worst slack (ns) | util (%)
final | 3.46 | 36.8
after global routing | 3.22 | 36.7
after CTS | 3.34 | 36.7
after detailed placement | 3.35 | 34.4
after global placement | 3.40 | 34.4
after floorplan | 1.83 | -
-- metal layers --
metal  share of wire, %  vias up  wire length (µm)  GRT usage, %
met3                 11      141              9620          7.76
met1                 38    10100             34200          22.7
met5              0.074        -                66             0
li1                   -     9584                 -             -
met2                 48      936             43200          27.3
met4                2.8       10              2550          4.39
-- placed cells by master (no fill, tap or decap), types with 41 or more instances in the layout --
cell,Yosys,routed
inv_1,104,102
nor2_1,108,104
xnor2_1,61,61
o21ai_0,140,140
a21oi_1,168,168
clkbuf_16,0,77
ha_1,75,75
mux4_2,160,160
dfrtp_1,178,174
nand2_1,252,251
nor2b_1,42,41
clkdlybuf4s50_1,0,239
buf_4,2,48
edfxtp_1,512,512
-- power by group --
group          leakage [nW]  switching, mW  total [mW]  internal (mW)
clock                  1.19           1.07        2.51           1.44
combinational          5.43         0.0633       0.121         0.0578
sequential             7.03              0        2.80           2.80
total                  13.6           1.13        5.44           4.30
-- worst register-to-register path, cell delays in order (launching register included) --
cell,delay [ns]
dfrtp_1,0.41
inv_1,0.09
ha_1,0.22
nor4b_1,0.48
nand2_1,0.34
nor4_4,0.32
a21oi_1,0.16
a211oi_2,0.50
ha_1,0.34
inv_1,0.10
fa_1,0.40
inv_1,0.07
a21o_1,0.11
a21oi_1,0.07
xnor2_1,0.12
nor2_1,0.11
xor2_1,0.15
-- logic make-up (layout without fill, tap and decap cells) --
group	Yosys count	after routing
flops	691	691
simple gates	634	634
compound gates	467	467
buf+inv	219	531
mux	200	200
xor+xnor	92	92
fa+ha+maj	77	77
other cells	0	5
-- worst min path at each step --
stage	cells past startpoint	start	end	slack (ns)
global route	2	datapath_inst.Dst_Addr[1]	datapath_inst.Dst_Addr[1]	0.49
CTS	2	datapath_inst.Dst_Addr[1]	datapath_inst.Dst_Addr[1]	0.48
finish	2	datapath_inst.Dst_Addr[1]	datapath_inst.Dst_Addr[1]	0.47
Power and IR drop assume default switching activity.
